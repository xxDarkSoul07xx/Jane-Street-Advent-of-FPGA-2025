`flow/design.v`:
```
`timescale 1ns / 1ps
module sequential(
    input logic clk,
    input logic rst_n,
    input logic valid,  
    input logic direction,  
    input logic [15:0] distance,  
    output logic ready,  
    output logic [15:0] zero_count,  
    output logic [6:0] position  
    );
    logic [6:0] new_pos;   
    logic [6:0] distance_mod;  
    logic busy;  
    logic [15:0] temp;  
    logic [7:0] temp_sum;  
    always_comb begin
        temp = distance;  
        if (temp >= 16'd6400) temp = temp - 16'd6400;   
        if (temp >= 16'd3200) temp = temp - 16'd3200;   
        if (temp >= 16'd1600) temp = temp - 16'd1600;   
        if (temp >= 16'd800)  temp = temp - 16'd800;    
        if (temp >= 16'd400)  temp = temp - 16'd400;    
        if (temp >= 16'd200)  temp = temp - 16'd200;    
        if (temp >= 16'd100)  temp = temp - 16'd100;    
        distance_mod = temp[6:0];  
    end
    always_ff @(posedge clk or negedge rst_n) begin
        if (!rst_n) begin
            position <= 7'd50;  
            zero_count <= 16'd0;  
            ready <= 1'b1;  
            busy <= 1'b0;
        end else begin
            if (busy) begin  
                position <= new_pos;
                if (new_pos == 7'd0) begin
                    zero_count <= zero_count + 16'd1;
                end
                busy <= 1'b0;  
                ready <= 1'b1;
            end else if (valid && ready) begin
                if (direction) begin  
                    temp_sum = position + distance_mod;
                    if (temp_sum >= 8'd100) begin
                        new_pos = temp_sum - 8'd100;  
                    end else begin
                        new_pos = temp_sum[6:0];  
                    end
                end else begin
                    if (position >= distance_mod) begin
                        new_pos = position - distance_mod;  
                    end else begin
                        new_pos = 7'd100 - (distance_mod - position);  
                    end
                end
                busy <= 1'b1;  
                ready <= 1'b0;
            end
        end
    end
endmodule
```
`flow/run.sh`:
```
#!/bin/bash
# OpenROAD 26Q1-2900-gdf79404cd8, Yosys 0.63+post, stock flow scripts
make -C /OpenROAD-flow-scripts/flow DESIGN_CONFIG=/design/flow/config.mk WORK_HOME=/design/flow/orfs finish
```
`flow/config.mk`:
```
export PLATFORM = sky130hd
export DESIGN_NAME = sequential
export DESIGN_NICKNAME = sequential
export VERILOG_FILES = /design/flow/design.v
export SDC_FILE = /design/flow/constraint.sdc
export NUM_CORES = 4
export LEC_CHECK = 1
export CORE_UTILIZATION = 40
```
`flow/constraint.sdc`:
```
current_design sequential

set clk_period 3.8
set clk_io_pct 0.2

create_clock -name clk0 -period $clk_period [get_ports {clk}]

set non_clock_inputs [all_inputs -no_clocks]
set_input_delay [expr $clk_period * $clk_io_pct] -clock clk0 $non_clock_inputs
set_output_delay [expr $clk_period * $clk_io_pct] -clock clk0 [all_outputs]
```
==> Changelog: implementation <==
### Changed

* Antenna diode count at 0
* Setup slack, reg-to-reg at 960 ps
* WP data arrival at 9710 ps
* PwrDens at 344 mW/mm2
* Vias in the first global route at 6442
* Post-Route WL at 19400 um
* Io pins at 44
* Per-cell routed wire length at 16.1 um
* Worst IR Drop VDD at 0.211 mV
* Logic area at 0.00512 mm2
* Least-Margin Pin Slew at 658 ps
* Yosys adder share at 0.0997
* Synthesized netlist cell count at 710
* Core area at 0.0140 mm2
* Mapped Area at 0.00577 mm2
* Root buf cell: clkbuf_16
* Log Warnings at 48
* First-pass GRT wire length at 31500 um
* Buf/Inv on CP at 8
* Crit Path Class: primary input to flop
* Post-synthesis async set-or-reset flop share at 0.781
* Lkg Pwr at 3.99 nW
* Layout Skew at 4.92 ps
* Worst-case clock buffer depth at 2
* XOR/XNOR Fraction of Synth Area at 0.118
* CP Capture Type: flop
* Worst-Skew Late Latency at 270 ps
* Gpl congestion at 1.01
* Max-cap viol count at 0
* Sequential Area at 841 um2
* Initial DRC count at 380
* Fmax at 0.103 GHz
* Initial DRT Pass Iterations at 5
* # setup viols final at 5
* Dominant flop cell: dfrtp_1
* Dpl hpwl at 15700 um
* # H-tree levels at 2
* Failing checks: negative setup slack
* Netlist cell types at 104
* Via density at 5.53
* Delay-heaviest family, CP: AND-OR/OR-AND gates
* Synth Area in Simple Gates at 0.218
* Largest net degree at the start of global routing at 27
* Crit-path max FO at 6
* Placement Rows at 43
* Mean post-synth cell area at 8.13 um2
* Cts bufs inserted at 5
* Final period utilization at 2.56
* Post-synth EDFFs at 7
* Synth-to-layout area growth at 57.8%
* Layout Cells excl Fill at 1208
* Gr usage total at 0.273
* Number of I/O port buffers at 43
* Register area share after synthesis at 0.146
* Worst Setup EP: new_pos[5]
* CTS clock-pin slew for the worst setup and hold paths at 50 ps
* Status: finished with violations
* R2R Path Start: position[2]
* Dominant kind of combinational cell: AND-OR/OR-AND gates
* # clock sinks at 32
* Slew Limit Headroom at 0.560
* Filler instances at 1118
* Stages on worst setup path at 53
* FF-to-FF End: new_pos[5]
* Final setup margin at -5910 ps
* Fin area at 0.00911 mm2
* Min-delay worst type: flop to flop
* CTS tree: built
* And-or/or-and share of the synthesized area at 0.321
* Remaining DRCs at 0
* MUX share of area at 0.0464
* Pins Over Slew Limit at 0
* CP max stage delay at 370 ps
* Yosys stat area at 0.00577 mm2
* ANT nets after route at 0
* Placement Setup Slack at -6930 ps
* CP max-delay cell: or3_4
* Final Hold Fails at 0
* Placed cell count at 1170
* Fp util at 0.413
* RSZ-0062 raised after global routing: yes
* Flops out of synthesis at 32
* Overflow after GRT at 0
* Placed inst area at 0.00847 mm2
* Layout cell share with drive strength beyond 1 at 0.425
* Synth Warn # at 1
* Worst setup SP type: primary input
* Die X at 122 um
* Initial antenna violation count at 0
* Cells on worst reg2reg path at 13
* Crit path launch: distance[9]
* Yosys cell count at 710
* Chip area at 0.0149 mm2
* Vias at 6675
* Crit path DRT at 3790 ps
* Die height at 122 um
* Min Tclk post-route at 9710 ps
-- kinds of logic after synthesis --
logic type | count (synthesis)
AOI/OAI and AO/OA | 237
and+or+nand+nor | 235
xor gates and xnor gates | 72
buffers and inverters | 68
adders and majority gates | 43
DFF | 32
muxes | 23
-- metrics by stage --
stage	hold slack [ps]	setup TNS (ps)	util	power, mW
after floorplan	424	-33980	-	1.59
after global placement	462	-33920	0.605	2.56
after detailed placement	462	-34470	0.605	2.57
after CTS	472	-30920	0.629	3.03
after global routing	482	-31890	0.651	3.36
final	464	-29360	0.651	3.14
-- synthesized netlist by cell type, drive strengths merged, types with 4 or more instances --
cell type | number | area, um2
nor3 | 32 | 171
nand2b | 8 | 57.6
and3 | 8 | 50.1
nor4 | 10 | 83.8
o211a | 5 | 50.1
nor2 | 54 | 220
edfxtp | 7 | 210
a21boi | 5 | 41.3
o211ai | 14 | 129
and2 | 6 | 37.5
o221ai | 7 | 73.8
xor2 | 20 | 201
a31oi | 10 | 62.6
ha | 38 | 475
a22oi | 4 | 30.0
o21a | 4 | 30.0
fa | 5 | 100
a221o | 4 | 42.5
nand3b | 5 | 37.5
o31a | 4 | 43.8
nand2 | 50 | 195
o31ai | 8 | 87.6
clkbuf | 10 | 37.5
xnor2 | 52 | 478
nand3 | 24 | 120
a41o | 4 | 42.5
o22a | 5 | 43.8
mux2i | 11 | 118
o22ai | 8 | 56.3
a21oi | 52 | 272
a21o | 17 | 129
dfstp | 4 | 105
a211o | 4 | 35.0
mux2 | 11 | 128
or3 | 8 | 55.1
or2 | 7 | 43.8
inv | 43 | 161
a211oi | 16 | 148
o21bai | 4 | 30.0
a41oi | 8 | 85.1
a221oi | 6 | 70.1
o21ai | 31 | 170
buf | 15 | 98.8
dfrtp | 21 | 526
nand4 | 11 | 68.8
-- layout make-up --
class                      count  area share
sequential                    32      0.0923
inverter                      43      0.0185
tap                          180      0.0247
multi-input combinational    611       0.562
clock buffer                   8      0.0172
timing repair buffer         334       0.285
-- power breakdown --
group,switching [mW],leakage [nW],internal (mW),total (mW)
Combinational,1.19,3.51,1.18,2.37
Clock,0.128,0.0772,0.278,0.406
Sequential,0,0.398,0.359,0.359
Total,1.32,3.99,1.81,3.14
-- per-layer routing --
| layer | wire, um | GRT usage | vias to the layer above |
|---|---|---|---|
| li1 | - | - | 3324 |
| met1 | 9430 | 0.410 | 3174 |
| met2 | 8900 | 0.445 | 164 |
| met3 | 910 | 0.0301 | 13 |
| met4 | 159 | 0.0191 | 0 |
| met5 | 0 | 0 | - |
-- timing repair --
action / CTS / global route
pin swaps: 37 / 42
setup endpoints to repair: 5 / 5
gates resized: 39 / 50
endpoints found under the hold margin: 0 / 0
cloned: 0 / 1
buffers inserted: 17 / 13
hold buffers: 0 / 0
-- cell usage in the layout (no fill, tap or decap), drive strengths merged, types with 14 or more instances in the layout --
cell           synthesis  final
a211oi                16     16
a21o                  17     17
a21oi                 52     52
buf                   15    294
clkdlybuf4s50          0     28
dfrtp                 21     21
ha                    38     38
inv                   43     41
nand2                 50     50
nand3                 24     24
nor2                  54     54
nor3                  32     32
o211ai                14     14
o21ai                 31     31
xnor2                 52     52
xor2                  20     20
-- worst min path at each step --
stage	from	depth (start not counted)	to	slack (ps)
finish	zero_count[15]	1	zero_count[15]	460
CTS	zero_count[15]	1	zero_count[15]	470
global route	zero_count[15]	1	zero_count[15]	480
-- flip-flops by register name (all words and copies together) (netlist names) --
register	flops
busy	1
new_pos	7
position	7
ready	1
zero_count	16
Power figures rest on the tool's default switching activity, not on a simulated workload.
