<file path="/design/flow/run.sh">
#!/bin/bash
# OpenROAD 26Q1-2900-gdf79404cd8, Yosys 0.63+post, stock flow scripts
make -C /OpenROAD-flow-scripts/flow DESIGN_CONFIG=/design/flow/config.mk WORK_HOME=/design/flow/orfs finish
</file>
<file path="/design/flow/config.mk">
export PLATFORM = sky130hd
export DESIGN_NAME = sequential2
export DESIGN_NICKNAME = sequential2
export VERILOG_FILES = /design/flow/design.v
export SDC_FILE = /design/flow/constraint.sdc
export NUM_CORES = 4
export LEC_CHECK = 1
export CORE_UTILIZATION = 30
export SYNTH_HDL_FRONTEND = slang
</file>
<file path="/design/flow/constraint.sdc">
current_design sequential2

set clk_period 20.2
set clk_io_pct 0.2

create_clock -name clk0 -period $clk_period [get_ports {clk}]

set non_clock_inputs [all_inputs -no_clocks]
set_input_delay [expr $clk_period * $clk_io_pct] -clock clk0 $non_clock_inputs
set_output_delay [expr $clk_period * $clk_io_pct] -clock clk0 [all_outputs]
</file>
<file path="/design/flow/design.v">
`timescale 1ns / 1ps
module sequential2(
    input logic clk,
    input logic rst_n,
    input logic valid,  
    input logic direction,  
    input logic [15:0] distance,  
    output logic ready,  
    output logic [15:0] zero_count,  
    output logic [6:0] position  
    );
    logic [6:0] new_pos;   
    logic [6:0] distance_mod;  
    logic busy;  
    logic [15:0] crossovers;  
    logic [15:0] temp;  
    logic [7:0] temp_sum;  
    always_comb begin
        temp = distance;  
        if (temp >= 16'd6400) temp = temp - 16'd6400;   
        if (temp >= 16'd3200) temp = temp - 16'd3200;   
        if (temp >= 16'd1600) temp = temp - 16'd1600;   
        if (temp >= 16'd800)  temp = temp - 16'd800;    
        if (temp >= 16'd400)  temp = temp - 16'd400;    
        if (temp >= 16'd200)  temp = temp - 16'd200;    
        if (temp >= 16'd100)  temp = temp - 16'd100;    
        distance_mod = temp[6:0];  
    end
    always_comb begin
        if (direction) begin  
            if (position == 7'd0) begin
                crossovers = distance / 16'd100;
            end else begin
                logic [6:0] first_zero_dist;
                first_zero_dist = 7'd100 - position;  
                if (distance < first_zero_dist) begin
                    crossovers = 16'd0;  
                end else begin
                    logic [15:0] remaining;  
                    remaining = distance - first_zero_dist;  
                    crossovers = 16'd1 + (remaining / 16'd100);  
                end
            end
        end else begin  
            if (position == 7'd0) begin
                crossovers = distance / 16'd100;  
            end else if (distance < position) begin
                crossovers = 16'd0;  
            end else begin
                logic [15:0] after_first;
                after_first = distance - position;  
                crossovers = 16'd1 + (after_first / 16'd100);  
            end
        end
    end
    always_comb begin
        if (direction) begin  
            temp_sum = position + distance_mod;
            if (temp_sum >= 8'd100) begin
                new_pos = temp_sum - 8'd100;  
            end else begin
                new_pos = temp_sum[6:0];  
            end
        end else begin
            if (position >= distance_mod) begin
                new_pos = position - distance_mod;  
            end else begin
                new_pos = 7'd100 - (distance_mod - position);  
            end
        end
    end
    always_ff @(posedge clk or negedge rst_n) begin
        if (!rst_n) begin
            position <= 7'd50;  
            zero_count <= 16'd0;  
            ready <= 1'b1;  
            busy <= 1'b0;
        end else begin
            if (busy) begin  
                position <= new_pos;
                zero_count <= zero_count + crossovers;
                busy <= 1'b0;
                ready <= 1'b1;
            end else if (valid && ready) begin
                busy <= 1'b1;  
                ready <= 1'b0;
            end
        end
    end
endmodule
</file>
==> results_dict.tcl <==
# yosys + openroad results
set metrics [dict create \
    status "finished clean" \
    clkLatencyLatePin_ns 0.26 \
    grt_pass1_vias 7664 \
    postSynthSeqShare 0.0759 \
    utilization 0.339 \
    synth_flops 25 \
    drtPass1Iterations 7 \
    largest_area_cell "ha_1" \
    drc 0 \
    yosysTopAreaCellShare 0.0994 \
    ys_top_cells_by_area "ha_1, xnor2_1, dfrtp_1, a21oi_1, nand2_1" \
    worstMarginPinSlew_ns 0.780 \
    die_y_um 168 \
    cts_setup_buffers 0 \
    cts.clk_slew.worst_paths_ns 0.07 \
    fill_cells 2833 \
    worstSetupStartpointType "input pin" \
    final_cells 1499 \
    avgRoutedWirePerCell_um 15.6 \
    antenna_left 0 \
    leakagePower_uw 0.00370 \
    track_usage 0.166 \
    place_congestion 0.947 \
    drive_gt1_frac 0.0881 \
    crit_path_end_kind "flop" \
    hp-class "reg -> reg" \
    yosys_area_um2 8300 \
    finalWirelength_um 23400 \
    r2r_slack_ns 7.88 \
    finClkSkew_ns 0.00466 \
    cts_buffer_depth 2 \
    io_buffer_count 43 \
    die_width_um 168 \
    slowest_delay_ns 0.63 \
    final.setup.tns_ns 0 \
    core-area_um2 27000 \
    row_count 60 \
    hold_violations 0 \
    antenna_found_initial 0 \
    ys_warn_count 0 \
    n_antenna_cell 0 \
    clock.fmax_mhz 58.3 \
    fin_crit_ns 17.16 \
    path_common_cell "xnor2_1" \
    grt_setup_unrepaired "false" \
    cp.arrival_ns 17.30 \
    finalMaxSlewViolations 0 \
    syn_to_final_growth_pct 10.4 \
    slew_headroom 0.476 \
    reg2regPathDepth 47 \
    worstReg2RegStart "position[1]" \
    hold_start "zero_count[15]" \
    p_per_area_nw_per_um2 90.0 \
    cts_buffers 3 \
    r2r_end "zero_count[15]" \
    grt_pass1_wl_um 39000 \
    yosys_most_used_dff "dfrtp_1" \
    dp_cells 1495 \
    syn-cell-area_um2 8300 \
    finalClockPeriodUsage 0.850 \
    grt_max_degree 26 \
    root_buffer "clkbuf_16" \
    ir_drop_v 0.0000539 \
    ctsResizeCount 0 \
    cap_violations 0 \
    cts.hold.buffers_added 0 \
    worstSetupPathType "in -> reg" \
    initCoreUtil 0.307 \
    tool_warnings 52 \
    vias 8501 \
    synth.most_common_cell "nand2_1" \
    clock_sinks 25 \
    overflow 0 \
    power_uw 825 \
    ys_cells 1136 \
    holdPathStages 1 \
    die_area_um2 28400 \
    dp_hpwl_um 18800 \
    cp_data_required_time_ns 20.34 \
    syn_inst 1136 \
    synthTopCellsByCount "nand2_1, nor2_1, a21oi_1, xnor2_1, ha_1" \
    drt_iter0_drc 763 \
    synthDistinctLibCells 112 \
    final-setup-viol-count 0 \
    edf_count 0 \
    io_pins 44 \
    synth_area_per_cell_um2 7.31 \
    worst-path-max-fanout 12 \
    hold_ws_ns 0.477 \
    cts_tree "built" \
    startpoint "distance[9]" \
    viasPerCell 5.67 \
    hold_end "zero_count[15]" \
    critPathSlowestCell "or4b_2" \
    h-tree-depth 1 \
    synth-async-reset-ratio 1.00 \
]
flip-flops by register name, indices dropped and copies added (netlist names):
signal and cells:
zero_count 16, ready 1, busy 1, position 7
report_power, final:
part	leakage [µW]	switching [µW]	internal (µW)	total [µW]
Combinational	0.00335	429	301	730
Clock	0.0000371	18.2	26.9	45.0
Sequential	0.000309	0	50.1	50.1
Total	0.00370	447	378	825
critical path: cells and delay by family:
family	cells	cell delay (ns)
AND-OR/OR-AND	18	4.06
AND/OR/NAND/NOR	19	3.27
XOR/XNOR	9	2.51
adder cells (fa/ha/maj)	8	2.05
buffers and inverters	6	1.32
cell families after synthesis:
group	synth area share
AND-OR/OR-AND	0.362
adder cells (fa/ha/maj)	0.122
other	0.000452
XOR/XNOR	0.101
multiplexers	0.0547
flip-flops	0.0759
AND/OR/NAND/NOR	0.238
buffers and inverters	0.0454
per-layer routing:
layer / track usage / vias to the layer above / wire length, µm
met5: 0 / - / 0
met4: 0.00356 / 0 / 38
met3: 0.00838 / 6 / 1030
met2: 0.255 / 214 / 9950
met1: 0.270 / 3935 / 12300
li1: - / 4346 / -
metrics by stage:
stage          area, µm²  setup slack, ns
2_1_floorplan       8300             4.88
3_3_place_gp        9080             3.43
3_5_place_dp        9080             3.05
4_1_cts             9170             3.20
5_1_grt             9170             1.78
6_report            9170             3.04
worst max-delay path by stage:
| stage | endpoint | slack [ns] | cells after the start |
|---|---|---|---|
| global route | position[6] | 1.78 | 64 |
| finish | position[6] | 3.04 | 60 |
| CTS | position[6] | 3.20 | 64 |
cells in the final DEF, fill, tap and decap left out, types with 6 or more instances in the layout:
cell type        instances
or3_1                   11
inv_1                   57
o21bai_1                11
or4_1                    9
a21oi_1                 80
nor2b_1                  9
o21ai_1                  8
o211a_1                  8
nor4_1                  10
nand2b_1                 7
dfrtp_1                 21
a211oi_1                18
nor2_1                  98
o31ai_1                 18
o211ai_1                30
mux2_2                  17
a21o_1                  20
clkdlybuf4s50_1         43
fa_1                     9
a21boi_0                 6
and2_1                  10
xor2_1                  23
ha_1                    66
o21a_1                  14
mux2i_1                 21
a31o_2                   7
o21ai_0                 58
o22ai_1                  9
or2_2                   14
nand3_1                 22
and3_1                  19
nand2_1                103
nand4_1                 12
a31oi_1                 22
buf_4                   11
nor3_1                  42
xnor2_1                 71
layout make-up:
cell class / instances / area (µm²) / area share
Clock inverter: 1 / 7.51 / 0.000819
Multi-Input combinational cell: 1017 / 7300 / 0.796
Inverter: 58 / 218 / 0.0237
Tap cell: 341 / 427 / 0.0465
Clock buffer: 3 / 75.1 / 0.00819
Sequential cell: 25 / 631 / 0.0688
Timing Repair Buffer: 54 / 513 / 0.0560
Power and IR drop assume default switching activity.
